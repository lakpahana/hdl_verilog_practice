==> design.v <==
module DM71LS161A (Clear, Clock, Load, En_P, En_T, D_in, D_out, Cout);
  input Clear, Clock, Load, En_P, En_T;
  input [3:0] D_in;
  output reg [3:0] D_out;
  output Cout;
  reg [3:0] Q;
  reg [3:0] Q_next;
  reg Cout_next;
  always @ (Clear or Clock or Load or En_P or En_T or D_in)
  begin
    if (Clear == 1)
    begin
      Q_next = 4'b0000;
      Cout_next = 1'b0;
    end
    else if (Load == 1)
    begin
      Q_next = D_in;
      Cout_next = 1'b0;
    end
    else if (En_P == 1)
    begin
      Q_next = Q + 1;
      Cout_next = 1'b0;
    end
    else if (En_T == 1)
    begin
      Q_next = Q;
      Cout_next = 1'b1;
    end
    else
    begin
      Q_next = Q;
      Cout_next = 1'b0;
    end
  end
  always @ (posedge Clock)
  begin
    Q <= Q_next;
    Cout <= Cout_next;
  end
  assign D_out = Q;
endmodule
==> config.mk <==
export PLATFORM = sky130hd
export DESIGN_NAME = DM71LS161A
export DESIGN_NICKNAME = DM71LS161A
export VERILOG_FILES = /design/flow/design.v
export SDC_FILE = /design/flow/constraint.sdc
export NUM_CORES = 4
export LEC_CHECK = 1
export CORE_AREA = 10 10 70 70
export DIE_AREA = 0 0 80 80
==> run.sh <==
#!/bin/bash
# OpenROAD 26Q1-2900-gdf79404cd8, Yosys 0.63+post, stock flow scripts
make -C /OpenROAD-flow-scripts/flow DESIGN_CONFIG=/design/flow/config.mk WORK_HOME=/design/flow/orfs finish
==> constraint.sdc <==
current_design DM71LS161A

set clk_period 1.4
set clk_io_pct 0.2

create_clock -name clk0 -period $clk_period [get_ports {Clock}]

set non_clock_inputs [all_inputs -no_clocks]
set_input_delay [expr $clk_period * $clk_io_pct] -clock clk0 $non_clock_inputs
set_output_delay [expr $clk_period * $clk_io_pct] -clock clk0 [all_outputs]
==> results.tsv <==
stage	metric	value	unit
worst_hold_path	Hold Crit Endpoint	Q[3]$_SDFFE_PP0P_	
clock_tree	CTS buffer count	3	
worst_hold_path	Hold Crit Depth	2	
worst_setup_path	kind of capture point of the worst setup path	output port	
timing	part of the cycle the worst path needs	0.9578	
global_routing	vias in the first global route	243	
clock_tree	maximum root-to-sink buffer count	2	
die	Cell Rows	21	
cells_and_area	final core utilization	0.1348	
cells_and_area	fraction of final layout cells sized beyond drive strength 1	0.1951	
power	Worst VDD drop	413.5	µV
die	I/O Pins	14	
global_routing	maximum number of pins on one net before global-route repair	8	
worst_hold_path	beginning of the worst hold path	Q[3]$_SDFFE_PP0P_	
place	Cell Area, Placed	424.2	µm²
timing	Tightest Pin Transition	320.9	ps
cells_and_area	Cell Count, Final, Fillers Out	87	
worst_setup_path	crit start category	register	
logic_synthesis	Mapped Area	234.0	µm²
logic_synthesis	Async S/R FF share, synth	0	
worst_setup_path	data required time of the critical path	1120	ps
worst_setup_path	worst reg2reg startpoint	Q[0]$_SDFFE_PP0P_	
worst_setup_path	worst-path fanout max	3	
route	drc violations	0	
timing	Slew Limit Fails	0	
timing	count of endpoints failing hold in the final timing report	0	
worst_hold_path	worst min-delay path category	register to register	
cells_and_area	final non-filler cell area	460.4	µm²
timing	final number of setup-violating endpoints	0	
timing	setup repair after global routing missed its margin	no	
clock_tree	cell at the root of the clock tree	clkbuf_4	
route	remaining number of nets flagged by the antenna check after routing	0	
logic_synthesis	warning count from the yosys run	3	
clock_tree	clock-pin slew reported for the worst setup and hold paths after clock tree synthesis	40	ps
place	# port buffers	13	
route	diode insertion count for antenna repair	0	
worst_setup_path	cells traversed along the worst timing path	clkdlybuf4s50_1	
route	TritonRoute pass-1 iters	2	
die	die span in y	80	µm
timing	headroom to the max-slew limit	0.7854	
cells_and_area	Synth-to-Final Area Change	96.79	%
die	total die area	6400	µm²
place	detailed placement HPWL	647.1	µm
logic_synthesis	number of synthesized register bits	5	
global_routing	first-pass GRT wire length	1331	µm
route	average wire per cell in the routed design	9.069	µm
clock_tree	number of clock sinks	5	
place	dpl cells	83	
clock_tree	clock tree from TritonCTS	yes	
power	Pwr Total	405.0	µW
global_routing	total global-route track usage	0.02641	
route	detailed-route via count	236	
route	number of DRC markers after the initial detailed-route iteration	5	
run	OpenROAD warning count	25	
logic_synthesis	dominant register cell	dfxtp_1	
worst_setup_path	Crit path arrival time	1060	ps
logic_synthesis	Unique masters post-synth	14	
logic_synthesis	EDFF count, synth	0	
logic_synthesis	yosys cell count	24	
timing	final hold slack	580.4	ps
power	leakage power total	0.1869	nW
die	core area	3416	µm²
route	post-detailed-routing wire length	789	µm
logic_synthesis	synthesized area divided by synthesized cell count	9.749	µm²
run_status	outcome	finished clean	
clock_tree	clock latency on the worst-skew pair	240	ps
timing	peak clock frequency supported by timing	0.7458	GHz
timing	Final Skew	3.383	ps
logic_synthesis	Mapped Cells	24	
global_routing	remaining global-route overflow	0	
route	number of vias per cell	2.713	
worst_setup_path	worst reg-to-reg setup slack	190	ps
worst_setup_path	Worst Reg2Reg Path Length in Cells	4	
worst_setup_path	Buf/Inv on CP	1	
run	maxcap violations	0	
clock_tree	post-cts hold-fix buffer tally	0	
global_routing	initial antenna violation count	0	
worst_setup_path	kind of cell adding the most delay to the critical path	buffers and inverters	
timing	min Tclk post-route	1341	ps
place	final estimated routing congestion in global placement	0.7388	
clock_tree	# H-tree levels	1	
worst_setup_path	R2R Path End	Q[1]$_SDFFE_PP0P_	
worst_setup_path	Critical Path Slowest Stage Cell	clkdlybuf4s50_1	
power	Power Dens Cells	879.6	nW/µm²
logic_synthesis	summed standard-cell area reported by yosys	234.0	µm²
die	starting utilization of the core area	0.06850	
worst_setup_path	highest cell delay on the worst timing path	480	ps
die	Die X-Extent	80	µm
worst_setup_path	Crit Path Class	register to output port	
logic_synthesis	Post-synth seq share	0.4278	
worst_setup_path	CP Launch Point	Q[2]$_SDFFE_PP0P_	
logic make-up after synthesis:
family | Yosys count | synth area share
AOI/OAI and AO/OA | 4 | 0.1069
xor gates and xnor gates | 3 | 0.1123
adders and majority gates | 1 | 0.05347
buffers and inverters | 3 | 0.05347
DFF | 5 | 0.4278
muxes | 3 | 0.1337
and+or+nand+nor | 5 | 0.1123
worst max-delay path by stage:
stage,end,slack [ps],cells past startpoint
after CTS,D_out[0],30,1
after global routing,D_out[1],10,1
final,D_out[2],60,1
routing by layer:
layer  track usage  share of wire
met5             0              0
met4      0.001761              0
met3       0.02500           0.18
met2       0.02327           0.22
met1       0.04128           0.60
power breakdown:
group	switching, mW	internal (mW)	total, mW
clock	0.0562	0.108	0.164
combinational	0.0236	0.0529	0.0764
sequential	0.0101	0.155	0.165
total	0.0899	0.315	0.405
per-stage QoR:
step	setup slack (ps)	setup TNS, ps
floorplan	264.2	0
global placement	-68.05	-69.78
detailed placement	-95.24	-142.9
CTS	31.42	0
global route	10.76	0
finish	59.08	0
area by class of cell:
cell class	instances	area, µm²
fill	407	2955
timing repair buffer	14	140.1
multi-input combinational	16	121.4
sequential	5	107.6
tap	46	57.56
clock buffer	4	26.28
inverter	2	7.507
synth_stat cells, types with 2 or more instances:
cell,count,area (µm²)
nor2_1,2,7.510
a21oi_1,2,10.01
xnor2_1,2,17.52
inv_1,2,7.510
o21a_1,2,15.01
mux2i_1,2,20.02
dfxtp_1,5,100.1
flip-flops by register name, indices dropped and copies added (netlist names):
register  cells
Q             4
Cout          1
cell usage in the layout (no fill, tap or decap), types with 2 or more instances in the layout:
master | netlist | routed
a21oi_1 | 2 | 2
clkbuf_4 | 0 | 3
clkdlybuf4s50_1 | 0 | 12
dfxtp_2 | 0 | 3
inv_1 | 2 | 2
mux2i_1 | 2 | 2
nor2_1 | 2 | 2
o21a_1 | 2 | 2
xnor2_1 | 2 | 2
tightest hold or removal path: stages (launching register included):
cell,delay (ps)
dfxtp_2,330
xnor2_1,120
o21a_1,100
repair_timing:
item	in CTS	in global routing
setup buffers	0	0
resized	3	3
setup endpoints to repair	3	2
pin swaps	0	0
Power and IR drop assume default switching activity.
